**config.mk**
```make
export PLATFORM = sky130hd
export DESIGN_NAME = axi_lite_memory
export DESIGN_NICKNAME = axi_lite_memory
export VERILOG_FILES = /design/flow/design.v
export SDC_FILE = /design/flow/constraint.sdc
export NUM_CORES = 4
export LEC_CHECK = 1
export CORE_UTILIZATION = 50
```
**constraint.sdc**
```tcl
current_design axi_lite_memory

set clk_period 9.0
set clk_io_pct 0.2

create_clock -name clk0 -period $clk_period [get_ports {clk}]

set non_clock_inputs [all_inputs -no_clocks]
set_input_delay [expr $clk_period * $clk_io_pct] -clock clk0 $non_clock_inputs
set_output_delay [expr $clk_period * $clk_io_pct] -clock clk0 [all_outputs]
```
**design.v**
```verilog
module axi_lite_memory #(
	parameter   AXIL_DATA_WIDTH = 32,
			    AXIL_ADDR_WIDTH = 4
)(
	input wire  						clk,
	input wire  						reset,
	input wire  						arvalid,
	input wire [AXIL_ADDR_WIDTH-1:0]	araddr,
	input wire  						rready,
	output reg  						arready,
	output reg  						rvalid,
	output reg [AXIL_DATA_WIDTH-1:0]	rdata,
	output wire [1:0]					rresp,
	input wire  						awvalid,
	input wire [AXIL_ADDR_WIDTH-1:0]	awaddr,
	input wire  						wvalid,
	input wire [AXIL_DATA_WIDTH-1:0]	wdata,
	input wire [AXIL_DATA_WIDTH/8-1:0]	wstrb,
	input wire  						bready,
	output reg  						awready,
	output reg  						wready,
	output reg  						bvalid,
	output wire [1:0]					bresp
);
	localparam MEMORY_DEPTH = 2**AXIL_ADDR_WIDTH;
	reg [AXIL_DATA_WIDTH-1:0] mem [0:MEMORY_DEPTH-1];  
    reg [AXIL_ADDR_WIDTH-1:0] araddr_nxt, awaddr_nxt; 
    reg [AXIL_ADDR_WIDTH-1:0] araddr_buff, awaddr_buff;
    reg [AXIL_DATA_WIDTH-1:0] wdata_nxt;
    reg [AXIL_DATA_WIDTH-1:0] wdata_buff;
    reg [AXIL_DATA_WIDTH/8-1:0]	wstrb_nxt;
    reg [AXIL_DATA_WIDTH/8-1:0] wstrb_buff;
    assign bresp = 2'b00;  
    assign rresp = 2'b00;  
    always @(*)
    begin
        if (arready == 1)
        begin
            araddr_nxt = araddr;
        end
        else
        begin
            araddr_nxt = araddr_buff;
        end
        if (awready == 1)
        begin
            awaddr_nxt = awaddr;
        end
        else
        begin
            awaddr_nxt = awaddr_buff;
        end
        if (wready == 1)
        begin
            wdata_nxt = wdata;
            wstrb_nxt = wstrb;
        end
        else
        begin
            wdata_nxt = wdata_buff;
            wstrb_nxt = wstrb_buff;
        end
    end
	always @(posedge clk)
	begin
		if(!reset)
		begin
			rvalid <= 1'b0;
			bvalid <= 1'b0;
		end
		else
		begin
			if((rvalid == 1) && (rready == 0))
			begin
			    arready <= 1'b0;
			end
			else
			begin
			    arready <= 1'b1;
			end
			if( ((arvalid == 1) || (arready == 0)) || ((rvalid == 1) && (rready == 0)) )
			begin
				rvalid <= 1'b1;
			end
			else
			begin
			    rvalid <= 1'b0;
			end
			if((rvalid == 1) && (rready == 0))
			begin
			    arready <= 1'b0;
			end
			else
			begin
				arready <= 1'b1;
			end
            if (arready == 1)
            begin
                araddr_buff <= araddr;
            end
            else
            begin
                araddr_buff <= 0;
            end
			if((rvalid == 0) || (rready == 1))
			begin
				rdata <= mem[araddr_nxt];  
			end
            if((wvalid == 1) || (wready == 0))
            begin
                awready <= 1'b1;
            end
            else
            begin
                awready <= 1'b0;
            end
            if((awvalid == 1) || (awready == 0))
            begin
                wready <= 1'b1;
            end
            else
            begin
                wready <= 1'b0;
            end
			if (awready == 1)
            begin
                awaddr_buff <= awaddr;
            end
            else
            begin
                awaddr_buff <= 0;
            end
            if (wready == 1)
            begin
                wdata_buff <= wdata;
                wstrb_buff <= wstrb;
            end
            else
            begin
                wdata_buff <= 0;
                wstrb_buff <= 0;
            end
			if( ((awvalid == 1) || (awready == 0)) && ((wvalid == 1) || (wready == 0)) )
			begin
			    bvalid <= 1'b1;
			end
			else
			begin
			    bvalid <= 1'b0;
			end
			if( ((bvalid == 0) || (bready == 1)) && ((awvalid == 1) || (awready == 0)) && ((wvalid == 1) || (wready == 0)) )
			begin
			    if (wstrb[0])
                    mem[awaddr_nxt][7:0]<= wdata_nxt[7:0];
                if (wstrb[1])
                    mem[awaddr_nxt][15:8]<= wdata_nxt[15:8];
                if (wstrb[2])
                    mem[awaddr_nxt][23:16]<= wdata_nxt[23:16];
                if (wstrb[3])
                    mem[awaddr_nxt][31:24]<= wdata_nxt[31:24];
			end
		end
	end
endmodule
```
**run.sh**
```bash
#!/bin/bash
# OpenROAD 26Q1-2900-gdf79404cd8, Yosys 0.63+post, stock flow scripts
make -C /OpenROAD-flow-scripts/flow DESIGN_CONFIG=/design/flow/config.mk WORK_HOME=/design/flow/orfs finish
```
==> run summary <==
status -> complete, no violations
AO/OA Area Share -> 4.04%
Pwr Density -> 216 mW/mm^2
Leakage Power -> 9.31 nW
# hold bufs at CTS -> 0
Place WS -> 4000 ps
iteration-0 DRC count of the detailed router -> 596
logic area -> 0.00489 mm^2
total number of vias -> 11,700
#FFs+latches synth -> 589
first-pass GRT wire length -> 73,900 um
RSZ-0062 raised after global routing -> false
Fin Setup TNS -> 0 ps
width of the die -> 216 um
Area Growth Syn to Fin -> 16.1%
final HPWL from detailed placement -> 28,400 um
Via density -> 5.66
Worst VDD drop -> 142 uV
Worst setup SP type -> primary input
Synth area leader -> edfxtp_1
CTS Buf Count -> 58
Overflow after GRT -> 0
CTS tree -> built
gr usage total -> 24.2%
fin crit period -> 4440 ps
total die size -> 0.0466 mm^2
core area -> 0.0446 mm^2
placed inst area -> 0.0247 mm^2
CTS Sinks -> 589
root buf cell -> clkbuf_16
post-CTS resize count -> 0
max cap viols -> 0
clock power share -> 39.9%
cell area after layout -> 0.0265 mm^2
DRT Wirelength -> 49,200 um
Clock transition at path regs -> 60 ps
Antenna diodes -> 0
min-delay worst type -> reg -> reg
slew margin rel. -> 37.5%
endpoints failing setup -> 0
Synth Seq Share -> 77.3%
Die Height -> 216 um
PortBufs -> 87
Final Hold Vio Count -> 0
Ys Warns -> 1
top post-synthesis cells by area -> edfxtp_1 (77%), mux2i_1 (11%), o22ai_1 (3.6%)
CP Capture Type -> flop
Final Cycle Share -> 49.3%
Mux area share -> 12.9%
Slew @ Worst Pin -> 934 ps
Syn Inst Count -> 1,279
Final ANT Viol Nets -> 0
Int Pwr -> 4.57 mW
First-pass DRT Iterations -> 5
# IOs -> 92
Comb pwr share -> 6.1%
DRC violations left -> 0
sw frac -> 20.4%
area reported by Yosys stat -> 0.0229 mm^2
critical path data required time -> 9340 ps
Crit path arrival time -> 4770 ps
OpenROAD warning count -> 27
core utilization before placement -> 51.2%
Slew Viols, Final -> 0
setup slack after layout -> 4560 ps
DR WL/cell -> 23.9 um
post-synth top area share -> 77.1%
layout cells sized above 1 -> 12.8%
gpl congestion -> 0.808
Adder Area Share -> 0%
syn avg cell area -> 17.9 um^2
vias in the first global route -> 12,300
Rows -> 77
ys cells -> 1,279
post-layout util -> 59.5%
Netlist cell types -> 25
Synth Cell Area -> 0.0229 mm^2
Flop pwr share -> 54.0%
largest net degree at the start of global routing -> 102
Crit Path Class -> in -> reg
Post-Route Skew -> 14.3 ps
Net Switching -> 1.17 mW
initial antenna violation count -> 1
Dominant comb cell -> multiplexers
Insertion Delay late pin -> 600 ps
fillers -> 3,252
H-tree levels -> 2
XOR Share, Synth -> 0%
clock tree buffer depth -> 3
Fmax achieved -> 225 MHz
postcts setup bufs -> 0
Register Area -> 0.0177 mm^2
simple share -> 3.99%
Max FO, Critical Path -> 44
-- area by class of cell --
class	instances	share of cell area, %
flip-flops and latches	589	66.6
multi-input cells	613	18.4
clock buffers	76	5.81
repair buffers	158	5.32
well taps	592	2.79
clock inverters	25	0.915
inverters	10	0.141
-- stage by stage --
step	std cells	hold slack [ps]	total power, mW
after CTS	2063	525	5.79
after global placement	1962	494	3.51
after floorplan	1282	470	3.36
after global routing	2063	560	5.92
after detailed placement	1962	510	3.51
final	2063	529	5.74
-- registers in the layout (all words and copies together), names as in the netlist --
name / flops
araddr_buff: 4
arready: 1
awaddr_buff: 4
awready: 1
bvalid: 1
mem: 512
rdata: 32
rvalid: 1
wdata_buff: 32
wready: 1
-- kinds of logic (layout without fill, tap and decap cells) --
family,after synthesis,count (layout)
multiplexers,291,291
buffers and inverters,80,269
other,1,4
flip-flops,589,589
AND-OR/OR-AND,146,146
AND/OR/NAND/NOR,172,172
-- worst paths after layout --
check / start / endpoint / slack [ps] / cells past startpoint
setup reg to reg: arready$_DFFE_PP_ / rdata[19]$_DFFE_PP_ / 5260 / 6
setup / recovery: araddr[1] / rdata[19]$_DFFE_PP_ / 4560 / 7
hold / removal: rvalid$_SDFF_PN0_ / arready$_DFFE_PP_ / 530 / 1
hold reg to reg: rvalid$_SDFF_PN0_ / arready$_DFFE_PP_ / 530 / 1
-- cell usage after synthesis --
cell type / instances
edfxtp_1: 587
mux2i_1: 258
o22ai_1: 130
nor2_1: 64
buf_2: 52
and2_1: 39
mux2_2: 32
or4_1: 32
nand2_1: 22
clkbuf_1: 11
inv_1: 10
o21ai_1: 8
buf_4: 6
nand2b_1: 6
o32ai_1: 6
and3b_1: 3
nor3b_1: 3
and3_1: 2
dfxtp_1: 2
a31oi_1: 1
buf_1: 1
conb_1: 1
mux2_4: 1
nor3_1: 1
o2111a_1: 1
-- critical path, stage by stage --
cell and delay [ps]:
clkdlybuf4s50_1 450, mux2i_4 160, buf_4 630, buf_4 720, mux2i_1 290, o22ai_1 100
or4_1 550
-- power groups by stage --
stage	registers [mW]	logic (mW)	clock network, mW
CTS	3.10	0.356	2.33
global route	3.10	0.384	2.44
finish	3.10	0.353	2.29
-- cell usage in the layout, fill, tap and decap left out, types with 2 or more instances in the layout --
master,count
and2_1,38
and3_1,2
and3b_1,3
buf_4,70
bufinv_16,5
clkbuf_1,17
clkbuf_16,59
clkdlybuf4s50_1,86
clkinv_1,11
clkinv_2,7
conb_1,4
dfxtp_1,2
edfxtp_1,587
inv_1,10
mux2_2,32
mux2i_1,257
nand2_1,22
nand2b_1,6
nor2_1,64
nor3b_1,3
o21ai_2,3
o21ai_4,5
o22ai_1,130
o32ai_1,6
or4_1,32
-- layer usage --
metal | global-route usage [%] | vias to the layer above | share of wire [%]
met5 | 1.35 | - | 0.21
met1 | 35.1 | 5607 | 37
met2 | 34.5 | 625 | 46
met4 | 3.78 | 4 | 1.8
met3 | 15.7 | 67 | 15
li1 | - | 5381 | -
No activity file was given, so power comes from the tool's default toggle rates.
